===== ./config.mk =====
export PLATFORM = sky130hd
export DESIGN_NAME = mult_top
export DESIGN_NICKNAME = mult_top
export VERILOG_FILES = /design/flow/design.v
export SDC_FILE = /design/flow/constraint.sdc
export NUM_CORES = 4
export LEC_CHECK = 1
export CORE_UTILIZATION = 40

===== ./constraint.sdc =====
current_design mult_top

set clk_period 8.3
set clk_io_pct 0.2

create_clock -name clk0 -period $clk_period [get_ports {clk}]

set non_clock_inputs [all_inputs -no_clocks]
set_input_delay [expr $clk_period * $clk_io_pct] -clock clk0 $non_clock_inputs
set_output_delay [expr $clk_period * $clk_io_pct] -clock clk0 [all_outputs]

===== ./design.v =====
module QLM_w6q6(
    input [15:0] x,
    input [15:0] y,
    output [31:0] p
    );
    wire [15:0] x_abs;
    assign x_abs = x ^ {16{x[15]}};
    wire [15:0] k_x0;
    wire zero_x0;
    wire [3:0] k_x0_enc;
    LOD16 lod_x0(
        .data_i(x_abs),
        .zero_o(zero_x0),
        .data_o(k_x0),
        .data_enc(k_x0_enc));
    wire [4:0] x_shift;
    LBarrel Lshift_x0(
        .data_i(x_abs),
        .shift_i(k_x0),
        .data_o(x_shift));
    wire [15:0] y_abs;
    assign y_abs = y ^ {16{y[15]}};
    wire [15:0] k_y0;
    wire zero_y0;
    wire [3:0] k_y0_enc;
    LOD16 lod_y0(
        .data_i(y_abs),
        .zero_o(zero_y0),
        .data_o(k_y0),
        .data_enc(k_y0_enc));
    wire [4:0] y_shift;
    LBarrel Lshift_y0(
        .data_i(y_abs),
        .shift_i(k_y0),
        .data_o(y_shift));
    wire [9:0] x_log;
    wire [9:0] y_log;
    wire [9:0] p_log;
    assign x_log = {1'b0,k_x0_enc,x_shift};
    assign y_log = {1'b0,k_y0_enc,y_shift};
    assign p_log = x_log + y_log;
    wire [21:0] p_l1b;
    wire [5:0] l1_input;
    assign l1_input = {1'b1,p_log[4:0]};
    L1Barrel L1shift_plog(
        .data_i(l1_input),
        .shift_i(p_log[8:5]),
        .data_o(p_l1b));
    wire [10:0] p_low;
    wire not_k_l5 = ~p_log[9];
    assign p_low = p_l1b[15:5] & {11{not_k_l5}};
    wire [5:0] p_med;
    assign p_med = p_log[9] ? p_l1b[5:0] : p_l1b[21:16];
    wire [14:0] p_high;
    assign p_high = p_l1b[20:6] & {15{p_log[9]}};
    wire [31:0] PP_abs;
    assign PP_abs = {p_high,p_med,p_low};
    wire p_sign;
    wire [31:0] PP_temp;
    assign p_sign = x[15] ^ y[15];
    assign PP_temp = PP_abs ^ {32{p_sign}};
    wire notZeroA, notZeroB, notZeroD;
    assign notZeroA = ~zero_x0 ;
    assign notZeroB = ~zero_y0 ;
    assign notZeroD = notZeroA & notZeroB;
    assign p = notZeroD? PP_temp : 32'b0;
endmodule
module LOD16(
    input [15:0] data_i,
    output zero_o,
    output [15:0] data_o,
    output [3:0] data_enc
    );
    wire [15:0] z;
    wire [3:0] zdet;
    wire [3:0] select;
    assign zdet[3] = |(data_i[15:12]);
    assign zdet[2] = |(data_i[11:8]) ;
    assign zdet[1] = |(data_i[7:6]) ;
    assign zdet[0] = 1'b0;
    assign zero_o = ~( zdet[3]  | zdet[2] | zdet[1] );
    LOD4 lod4_2 (
        .data_i(data_i[15:12]), 
        .data_o(z[15:12])
    );
    LOD4 lod4_1 (
        .data_i(data_i[11:8]), 
        .data_o(z[11:8])
    );
    LOD2 lod2_0 (
        .data_i(data_i[7:6]), 
        .data_o(z[7:6])
        );
    assign z[5:0] = 6'b0;
    LOD4 Middle(
        .data_i(zdet), 
        .data_o(select)       
    );
	wire [11:0] tmp_out;
    Muxes2in1Array4 Inst_MUX214_3 (
        .data_i(z[15:12]), 
        .select_i(select[3]), 
        .data_o(tmp_out[11:8])
    );
	Muxes2in1Array4 Inst_MUX214_2 (
        .data_i(z[11:8]), 
        .select_i(select[2]), 
        .data_o(tmp_out[7:4])
    );
	Muxes2in1Array2 Inst_MUX214_1 (
        .data_i(z[7:6]), 
        .select_i(select[1]), 
        .data_o(tmp_out[3:2])
    );
    assign tmp_out[1:0] = 2'b0;
    wire [2:0] low_enc; 
    assign low_enc = tmp_out[3:1] | tmp_out[7:5] | tmp_out[11:9];
    assign data_enc[3] = select[3] | select[2];
    assign data_enc[2] = select[3] | select[1];
    assign data_enc[1] = low_enc[2] | low_enc[1];
    assign data_enc[0] = low_enc[2] | low_enc[0];
    assign data_o[15:4] = tmp_out;
    assign data_o[3:0] = 4'b0;
endmodule
module LOD2(
    input [1:0] data_i,
    output [1:0] data_o
    );
	 assign data_o[1] = data_i[1];
	 assign data_o[0] =(~data_i[1] & data_i[0]);
endmodule
module LOD4(
    input [3:0] data_i,
    output [3:0] data_o
    );
    wire mux0;
    wire mux1;
    wire mux2;
    assign mux2 = (data_i[3]==1) ? 1'b0 : 1'b1;
    assign mux1 = (data_i[2]==1) ? 1'b0 : mux2;
    assign mux0 = (data_i[1]==1) ? 1'b0 : mux1;
    assign data_o[3] = data_i[3];
    assign data_o[2] =(mux2 & data_i[2]);
    assign data_o[1] =(mux1 & data_i[1]);
    assign data_o[0] =(mux0 & data_i[0]);
endmodule
module Muxes2in1Array2(
    input [1:0] data_i,
    input select_i,
    output [1:0] data_o
    );
	assign data_o[1] = select_i ? data_i[1] : 1'b0;
	assign data_o[0] = select_i ? data_i[0] : 1'b0;
endmodule
module Muxes2in1Array4(
    input [3:0] data_i,
    input select_i,
    output [3:0] data_o
    );
	assign data_o[3] = select_i ? data_i[3] : 1'b0;
	assign data_o[2] = select_i ? data_i[2] : 1'b0;
	assign data_o[1] = select_i ? data_i[1] : 1'b0;
	assign data_o[0] = select_i ? data_i[0] : 1'b0;
endmodule
module LBarrel(
    input [15:0] data_i,
    input [15:0] shift_i,
    output [4:0] data_o);
    assign data_o[4] = |(data_i[13:6] & shift_i[14:7]);
    assign data_o[3] = |(data_i[12:6] & shift_i[14:8]);
    assign data_o[2] = |(data_i[11:6] & shift_i[14:9]);
    assign data_o[1] = |(data_i[10:6] & shift_i[14:10]);
    assign data_o[0] = |(data_i[9:6] & shift_i[14:11]);
endmodule
module L1Barrel(
    input [5:0] data_i,
    input [3:0] shift_i,
    output reg [21:0] data_o);
    always @*
        case (shift_i)
           4'b0000: data_o = data_i;
           4'b0001: data_o = data_i << 1;
           4'b0010: data_o = data_i << 2;
           4'b0011: data_o = data_i << 3;
           4'b0100: data_o = data_i << 4;
           4'b0101: data_o = data_i << 5;
           4'b0110: data_o = data_i << 6;
           4'b0111: data_o = data_i << 7;
           4'b1000: data_o = data_i << 8;
           4'b1001: data_o = data_i << 9;
           4'b1010: data_o = data_i << 10;
           4'b1011: data_o = data_i << 11;
           4'b1100: data_o = data_i << 12;
           4'b1101: data_o = data_i << 13;
           4'b1110: data_o = data_i << 14;
           default: data_o = data_i << 15;
        endcase
endmodule
module mult_top(
    input clk,
    input  [15:0] x,
    input  [15:0] y,
    output reg [31:0] p_out
    );
    wire [31:0] P_vec;
    reg [15:0] X_vec;
    reg [15:0] Y_vec;
    QLM_w6q6 mult(X_vec,Y_vec,P_vec); 
    always @(posedge clk) 
    begin
        p_out = P_vec;
        X_vec = x;
        Y_vec = y;
    end
endmodule 

===== ./run.sh =====
#!/bin/bash
# OpenROAD 26Q1-2900-gdf79404cd8, Yosys 0.63+post, stock flow scripts
make -C /OpenROAD-flow-scripts/flow DESIGN_CONFIG=/design/flow/config.mk WORK_HOME=/design/flow/orfs finish

==> run_results.csv <==
group,metric,value,unit
outcome,status,"completed",
global_routing,grt_max_degree,36,
power,ir_drop,0.0944,mV
clocking,ctsResizeCount,0,
synth,yosys_warnings,2,
sta,fin_hold_ws,1.07,ns
clocking,cts-root-buf,"clkbuf_8",
sta,timing.final.crit_share,0.637,
global_routing,grt_usage,0.204,
sta,worst_slew_pin_slew,0.741,ns
cells_and_area,area.growth.synth_to_final,14.8,%
synth,yosysUniqueCellTypes,69,
die,die.size.y,105,um
sta,rsz0062_at_grt,"false",
sta,tns,0,ns
sta,hold_viol,0,
global_routing,top_usage_layer,"met1",
run,drv_cap,0,
detailed_routing,postRouteAntennaNets,0,
critical_path,worst-path-buf-inv,1,
global_routing,grt_remaining_overflow,0,
detailed_routing,wl_per_cell,14.9,um
detailed_routing,vias,4220,
sta,slew_violations,0,
critical_path,cp-end-kind,"register",
die,row_count,37,
cells_and_area,postLayoutCellArea,4870,sq um
clocking,cts_tree,"done",
synth,synth_seq_share,0.246,
global_routing,grtUsageMet1,0.337,
placed_design,placed_cell_area,4770,sq um
clocking,numClockSinks,52,
synth,synth-edff-count,0,
run,warnings,37,
global_routing,grt_pass1_wl,18.3,mm
cells_and_area,final_util,0.471,
global_routing,grt_antenna_before_repair,0,
synth,ys.flop_type,"dfxtp_1",
critical_path,cp.arrival,5.52,ns
global_routing,met3_usage,0.0280,
synth,synth-async-reset-ratio,0,
placed_design,gp_congestion,0.958,
clocking,clk_pin_slew,0.10,ns
global_routing,grt_use_met2,0.292,
detailed_routing,drc,0,
sta,clock.fmax,189,MHz
synth,synth_area,4240,sq um
clocking,cts_hold_buffers,0,
hold_path,min_path_type,"reg2reg",
detailed_routing,drt_wl_total,11.0,mm
clocking,htree_num_levels,2,
clocking,clk-insertion-delay-late,0.31,ns
sta,setup_violations,0,
critical_path,cp-start-kind,"register",
die,fp_util,0.411,
placed_design,portBuffers,52,
synth,ys_chip_area,4240,sq um
detailed_routing,first_pass_iters,5,
synth,ys_cells,579,
sta,period_minus_slack,5.29,ns
synth,post_synth.cell_area_avg,7.32,sq um
detailed_routing,avgViaCountPerCell,5.74,
detailed_routing,drtIter0Drc,325,
die,io_pins,65,
sta,relSlewSlack,0.504,
critical_path,crit_chain,"nand3_1, o21ai_0, and2_0, nand2_1, and3_1, a21oi_1, ha_1, inv_1, fa_1, nand2b_2, a21oi_1, a21oi_2, xnor2_2, nor2_1, nand2_1, o32ai_1, mux2i_1",
sta,finClkSkew,0.00884,ns
power,p_leak,0.00181,uW
critical_path,worstPathRequired,8.53,ns
detailed_routing,n_antenna_cell,0,
die,dieArea,11000,sq um
critical_path,crit_family,"simple AND/OR/NAND/NOR gates",
critical_path,cp_slowest_stage_delay,0.67,ns
critical_path,crit_type,"reg2reg",
placed_design,post-dp-hpwl,8.01,mm
power,power.density,207,nW/um^2
critical_path,cpMaxStageDelayCell,"dfxtp_1",
synth,ys_ff,52,
synth,ys_top_cells_by_area,"dfxtp_1 25%, mux2i_1 6.4%, o21ai_0 5.9%",
die,die_w,105,um
synth,syn_inst,579,
synth,top_area_frac,0.246,
critical_path,crit_path_max_fanout,16,
clocking,numCtsBuffers,5,
synth,post-synth-top-area-cell,"dfxtp_1",
clocking,cts_setup_buffers,0,
cells_and_area,drive_above_1_share,0.0601,
die,coreArea,10300,sq um
global_routing,grt_pass1_vias,3655,
clocking,cts.path.max_buffers,2,
==> power by group <==
group	total (uW)	switching [uW]	internal [uW]
logic	535	288	247
clock network	153	91.2	62.1
registers	321	25.9	295
==> cell usage in the layout (no fill, tap or decap), types with 7 or more instances in the layout <==
cell type and instances:
or3_1 8, nor2b_1 7, dfxtp_1 52, and3_1 7
o21a_1 7, nor3_1 28, clkdlybuf4s50_1 52, xnor2_1 13
nand3_1 22, a211oi_1 14, a21oi_1 41, o21ai_0 50
o22ai_1 11, mux2i_1 27, ha_1 9, inv_1 19
buf_4 7, nor2_1 48, nand2_1 50, xor2_1 7
a31oi_1 7, nand2b_1 10
==> layout make-up <==
cell class              instances  area, sq um
clock buffers                   5         68.8
fillers                      1008         5460
clock inverters                 3         27.5
flip-flops and latches         52         1040
well taps                     136          170
repair buffers                 59          573
inverters                      19         71.3
multi-input cells             461         2910
==> metal layers <==
metal  part of all wire  vias up
met5                  0        -
met4             0.0046        0
met3              0.061        5
met2               0.42      146
met1               0.52     1904
li1                   -     2165
==> worst register-to-register path, cell delays in order, from the launching register on <==
cell and delay [ns]:
dfxtp_1 0.67, nand3_1 0.19, o21ai_0 0.47, and2_0 0.40
nand2_1 0.08, and3_1 0.20, a21oi_1 0.16, ha_1 0.27
inv_1 0.09, fa_1 0.49, nand2b_2 0.24, a21oi_1 0.32
a21oi_2 0.15, xnor2_2 0.27, nor2_1 0.41, nand2_1 0.18
o32ai_1 0.40, mux2i_1 0.24
==> flip-flops by register name (all words and copies together) (netlist names) <==
signal / flops
p_out: 32
Y_vec: 10
X_vec: 10
==> cell families after synthesis <==
logic type      synth area share
flops                      0.246
fa+ha+maj                 0.0313
buf+inv                   0.0673
mux                       0.0690
xor+xnor                  0.0451
simple gates               0.248
compound gates             0.294
==> path summary, 6_finish.rpt <==
path	startpoint	slack, ns	to	depth (start not counted)
max	X_vec[14]	3.01	p_out[11]	17
min	Y_vec[15]	1.07	p_out[13]	4
max reg2reg	X_vec[14]	3.01	p_out[11]	17
min reg2reg	Y_vec[15]	1.07	p_out[13]	4
==> synth_stat cells (all sizes together), types with 3 or more instances <==
cell / count
nor2b: 7
mux2i: 27
nand2b: 11
a211o: 3
nand3: 22
a31oi: 7
o211ai: 3
o22ai: 12
dfxtp: 52
o32ai: 3
a22oi: 6
nor2: 48
a21oi: 44
clkbuf: 29
nor3: 28
xnor2: 14
and3: 8
or3: 8
or4: 4
nor3b: 6
a211oi: 15
a22o: 3
and2: 6
a221oi: 4
xor2: 7
o21ai: 54
a32oi: 3
nor4: 3
a21o: 3
o221ai: 6
inv: 19
ha: 9
o31ai: 3
or2: 3
buf: 18
o21a: 7
nand2: 51
nand4: 4
==> per-stage QoR <==
stage / setup WS [ns] / total power [uW] / instances
after floorplan: 3.77 / 689 / 579
after global placement: 3.12 / 852 / 727
after detailed placement: 3.14 / 855 / 727
after CTS: 3.07 / 1010 / 735
after global routing: 2.50 / 1090 / 735
final: 3.01 / 1010 / 735
Power and IR drop assume default switching activity.
